`run.sh`:
```
#!/bin/bash
# OpenROAD 26Q1-2900-gdf79404cd8, Yosys 0.63+post, stock flow scripts
make -C /OpenROAD-flow-scripts/flow DESIGN_CONFIG=/design/flow/config.mk WORK_HOME=/design/flow/orfs finish
```
`config.mk`:
```
export PLATFORM = sky130hd
export DESIGN_NAME = osd_timestamp
export DESIGN_NICKNAME = osd_timestamp
export VERILOG_FILES = /design/flow/design.v
export SDC_FILE = /design/flow/constraint.sdc
export NUM_CORES = 4
export LEC_CHECK = 1
export CORE_AREA = 10 10 86 86
export DIE_AREA = 0 0 96 96
```
`constraint.sdc`:
```
current_design osd_timestamp

set clk_period 2.4
set clk_io_pct 0.2

create_clock -name clk0 -period $clk_period [get_ports {clk}]

set non_clock_inputs [all_inputs -no_clocks]
set_input_delay [expr $clk_period * $clk_io_pct] -clock clk0 $non_clock_inputs
set_output_delay [expr $clk_period * $clk_io_pct] -clock clk0 [all_outputs]
```
`design.v`:
```
interface dii_channel_flat
  #(parameter N = 'x);
   logic [N*16-1:0] data;
   logic [N-1:0]    first;
   logic [N-1:0]    last;
   logic [N-1:0]    valid;
   logic [N-1:0]    ready;
endinterface  
package opensocdebug;
   typedef struct packed {
      logic [31:0] insn;
      logic [31:0] pc;
      logic        jb;
      logic        jal;
      logic        jr;
      logic [31:0] jbtarget;
      logic        valid;
      logic [31:0] wbdata;
      logic [4:0]  wbreg;
      logic        wben;
   } mor1kx_trace_exec;
endpackage  
module osd_timestamp
  #(parameter WIDTH = 16)
   (
    input                  clk,
    input                  enable,
    input                  rst,
    output reg [WIDTH-1:0] timestamp
    );
   always_ff @(posedge clk)
      if (rst)
        timestamp <= 0;
      else if (enable)
        timestamp <= timestamp + 1;
endmodule  
```
==> impl_metrics.csv <==
group,metric,value,unit
status,status,"complete, no violations",
synthesis,yosysWarnings,1,
detailed_routing,via_per_inst,3.53,
cts,ctsLongestPathBuffers,2,
job,cap_violations,0,
detailed_routing,antenna_left,0,
synthesis,ys.flop_type,"dfxtp_1",
final_timing,hold_viol,0,
cts,post_cts_resized,0,
setup_path,worstPathRequired,2.57,ns
synthesis,ys_seq_frac,0.423,
pwr,power.density,465,mW/mm^2
pwr,switching_share,0.205,
pwr,internal_power,396,uW
pwr,ir_worst_vdd,0.149,mV
cts,cts-root-buf,"clkbuf_8",
cts,post-cts-setup-buffers,0,
cts,cts_tree,"done",
setup_path,crit_fanout,8,
grt,grt_max_degree,12,
cts,cts_buffers,3,
floorplanning,die_x,96,um
synthesis,async_flop_share,0,
setup_path,worstSetupPathType,"primary input to flop",
grt,grt_overflow,0,
detailed_routing,routedWlPerCell,10.2,um
grt,grt_pass1_wl,2860,um
synthesis,synth.top_cell.area_share,0.423,
layout,drive_above_1_share,0.126,
floorplanning,dieArea,0.00922,mm^2
final_timing,fmax,0.541,GHz
setup_path,cp.arrival,2.02,ns
synthesis,ys_chip_area,757,um^2
final_timing,setup-violations-final,0,
synthesis,ys_cells,83,
placement,port_buffers,18,
synthesis,edf_count,0,
final_timing,worst_slew_pin_slew,0.380,ns
final_timing,finalMaxSlewViolations,0,
hold_path,min_path_type,"flop to flop",
floorplanning,fp-utilization,0.137,
placement,gp_congestion,0.737,
detailed_routing,vias,618,
cts,clk_pin_slew_worst_paths,0.06,ns
layout,lay_top_count,"clkdlybuf4s50_1",
layout,area_growth,41.7,%
floorplanning,core_area,0.00554,mm^2
setup_path,critPathLaunchType,"primary input",
pwr,power.share.sequential,0.552,
synthesis,synthTopCellsByArea,"dfxtp_1 (42%), nor2_1 (7.9%), xnor2_1 (6.9%), xor2_1 (4.6%), mux2_2 (3.0%)",
pwr,clkPwrFrac,0.393,
detailed_routing,drtIter0Drc,55,
detailed_routing,wl,1790,um
final_timing,finalCritPeriodShare,0.770,
grt,grt.total_usage,0.0387,
detailed_routing,dr.pass1.iters,2,
floorplanning,ios,19,
grt,grt_pass1_vias,582,
floorplanning,die_y,96,um
floorplanning,row_count,27,
cts,clock_latency,0.24,ns
final_timing,skew,0.00185,ns
detailed_routing,antennaDiodeCount,0,
layout,largestRegisters,"timestamp: 16 flops",
layout,layout_top_cells,"clkdlybuf4s50_1 (18), nor2_1 (16), dfxtp_1 (16)",
final_timing,setup_ws,0.551,ns
cts,cts.sinks,16,
synthesis,top_area_cell,"dfxtp_1",
setup_path,crit_path_end_kind,"flop",
pwr,p_comb_frac,0.055,
cts,cts_htree_levels,1,
placement,place_ws,0.286,ns
final_timing,fin_crit,1.85,ns
synthesis,syn_area,757,um^2
grt,antenna_found_initial,0,
final_timing,setup-tns-final,0,ns
placement,place_hpwl,1400,um
final_timing,relSlewSlack,0.746,
layout,regMostFlops,"timestamp",
layout,largest_reg_flops,16,
job,warnings,25,
synthesis,syn_area_per_cell,9.12,um^2
pwr,cellLeakagePower,0.000355,uW
pwr,p_sw,102,uW
synthesis,synth.distinct_cells,28,
final_timing,rsz0062_at_grt,"no",
detailed_routing,drcViolationCount,0,
synthesis,synth-seq-cells,16,
synthesis,syn_inst,83,
cts,cts_hold_buf,0,
## per-layer routing
| layer | vias up | global-route usage | part of all wire |
|---|---|---|---|
| met3 | 2 | 0.0157 | 0.062 |
| met4 | 0 | 0.00860 | 0.010 |
| met2 | 10 | 0.0566 | 0.44 |
| li1 | 329 | - | - |
| met5 | - | 0 | 0 |
| met1 | 277 | 0.0524 | 0.49 |
## Yosys cell counts (all sizes together) (3+ instances only)
cell type  number
a21oi           3
clkbuf          3
dfxtp          16
nand2           6
nand3           3
nand4           3
nor2           16
nor3            3
nor4            4
xnor2           6
xor2            4
## critical path, cell delays in order
cell             delay, ns
clkdlybuf4s50_1       0.54
nand4_4               0.18
nor4_4                0.32
or3b_1                0.37
a21oi_1               0.13
## per-stage QoR
step / utilization / instances / hold slack [ns] / cell area, um^2 / total power, uW
2_1_floorplan: - / 83 / 0.447 / 757 / 292
3_3_place_gp: 0.186 / 172 / 0.497 / 1030 / 309
3_5_place_dp: 0.186 / 172 / 0.501 / 1030 / 310
4_1_cts: 0.194 / 175 / 0.509 / 1070 / 508
6_report: 0.194 / 175 / 0.506 / 1070 / 499
5_1_grt: 0.194 / 175 / 0.553 / 1070 / 523
## layout make-up
cell class / count / area, um^2
clock buffers: 3 / 41.3
well taps: 72 / 90.1
fillers: 620 / 4470
flip-flops and latches: 16 / 320
repair buffers: 20 / 195
multi-input cells: 62 / 418
inverters: 2 / 7.51
## path summary, 6_finish.rpt
path / start / to / slack (ns) / cells past startpoint
worst max register to register: timestamp[5] / timestamp[14] / 0.63 / 4
worst min register to register: timestamp[13] / timestamp[13] / 0.51 / 2
worst max-delay path: enable / timestamp[13] / 0.55 / 5
worst min-delay path: timestamp[13] / timestamp[13] / 0.51 / 2
## logic make-up after synthesis
family          count (synthesis)  synth area share
mux                             3            0.0430
compound gates                  6            0.0496
xor+xnor                       10             0.116
simple gates                   42             0.327
fa+ha+maj                       1            0.0165
buf+inv                         5            0.0248
flops                          16             0.423
## power by group through the flow
stage	Sequential, uW	Clock (uW)	Combinational [uW]
CTS	275	204	28.6
global route	276	216	31.0
finish	275	196	27.5
Power is estimated from default activity; no workload was simulated.
