## flow/design.v

```verilog
interface dii_channel_flat
  #(parameter N = 'x);
   logic [N*16-1:0] data;
   logic [N-1:0]    first;
   logic [N-1:0]    last;
   logic [N-1:0]    valid;
   logic [N-1:0]    ready;
endinterface  
package opensocdebug;
   typedef struct packed {
      logic [31:0] insn;
      logic [31:0] pc;
      logic        jb;
      logic        jal;
      logic        jr;
      logic [31:0] jbtarget;
      logic        valid;
      logic [31:0] wbdata;
      logic [4:0]  wbreg;
      logic        wben;
   } mor1kx_trace_exec;
endpackage  
module osd_tracesample
  #(parameter WIDTH = 16)
   (
    input              clk,
    input              rst,
    input [WIDTH-1:0]  sample_data,
    input              sample_valid,
    output [WIDTH-1:0] fifo_data,
    output             fifo_overflow,
    output             fifo_valid,
    input              fifo_ready
    );
   reg [15:0]          ov_counter;
   logic               passthrough;
   assign passthrough = (ov_counter == 0);
   assign fifo_data[15:0] = passthrough ? sample_data[15:0] : ov_counter;
   generate
      if (WIDTH > 16)
        assign fifo_data[WIDTH-1:16] = sample_data[WIDTH-1:16];
   endgenerate
   assign fifo_overflow = ~passthrough;
   assign fifo_valid = passthrough ? sample_valid : 1'b1;
   logic               ov_increment, ov_saturate, ov_complete, ov_again;
   assign ov_increment = (sample_valid & !fifo_ready);
   assign ov_saturate  = &ov_counter;
   assign ov_complete  = fifo_overflow & fifo_ready & !sample_valid;
   assign ov_again     = fifo_overflow & fifo_ready & sample_valid;
   always_ff @(posedge clk) begin
     if (rst | ov_complete)
       ov_counter <= 0;
     else if (ov_again)
       ov_counter <= 1;
     else if (ov_increment & !ov_saturate)
       ov_counter <= ov_counter + 1;
   end
endmodule  
```

## flow/run.sh

```bash
#!/bin/bash
# OpenROAD 26Q1-2900-gdf79404cd8, Yosys 0.63+post, stock flow scripts
make -C /OpenROAD-flow-scripts/flow DESIGN_CONFIG=/design/flow/config.mk WORK_HOME=/design/flow/orfs finish
```

## flow/config.mk

```make
export PLATFORM = sky130hd
export DESIGN_NAME = osd_tracesample
export DESIGN_NICKNAME = osd_tracesample
export VERILOG_FILES = /design/flow/design.v
export SDC_FILE = /design/flow/constraint.sdc
export NUM_CORES = 4
export LEC_CHECK = 1
export CORE_AREA = 10 10 87 87
export DIE_AREA = 0 0 97 97
```

## flow/constraint.sdc

```tcl
current_design osd_tracesample

set clk_period 4.6
set clk_io_pct 0.2

create_clock -name clk0 -period $clk_period [get_ports {clk}]

set non_clock_inputs [all_inputs -no_clocks]
set_input_delay [expr $clk_period * $clk_io_pct] -clock clk0 $non_clock_inputs
set_output_delay [expr $clk_period * $clk_io_pct] -clock clk0 [all_outputs]
```

==> flow_summary.toml <==
# yosys + openroad results
[detailed_routing]
vias = 1247
routed_wl_um = 3350
remaining_drc_errors = 0
wl_per_cell_um = 13.3
drtIter0Drc = 95
antenna_left = 0
via_per_inst = 4.95
first_pass_iters = 4
n_antenna_cell = 0

[setup_path]
cp-start-kind = "flip-flop"
crit_fanout = 21
worstPathRequired_ps = 3680
reg2regPathDepth = 7
cp.arrival_ps = 2460
critical_path_class = "reg2out"
endpoint_kind = "output pin"

[job]
drv_cap = 0
warnings = 26

[global_route]
busiest_layer = "met2"
grt_usage = 0.0675
grt_overflow = 0
gr-usage-met3 = 0.0193
grt_first_pass_wirelength_um = 5630
grt_antenna_before_repair = 0
grt_max_degree = 22
met2_usage = 0.118
met1_usage = 0.0822
grt_pass1_vias = 1167

[sta]
slew_headroom = 0.455
setup_viol = 0
finalHoldViolCount = 0
layout_min_cycle_time_ps = 3380
max_freq_ghz = 0.296
finalSetupTns_ps = 0
maxSlewViolCount = 0
tightest_slew_ps = 817
min_period_over_period = 0.735
rsz0062_at_grt = "no"
clock_skew_ps = 2.63

[floorplan]
coreArea_um2 = 5640
die-width_um = 97
ios = 38
placementRows = 27
chipArea_um2 = 9410
initCoreUtil = 0.208
die_y_um = 97

[hold_path]
hold-path-cell-count = 2
hold_path_class = "reg2reg"

[final_layout]
layout-drive-gt1-share = 0.106
mostFrequentLayoutCells = "clkdlybuf4s50_1, nand2_1, dfxtp_1"
area_delta_synth_final_pct = 39.5
seqCellArea_um2 = 320
reg_top3 = "ov_counter (16)"
comb_area_um2 = 764
final_common_cell = "clkdlybuf4s50_1"
regMostFlops = "ov_counter"
largest_register_ffs = 16
nFillCells = 613

[logic_synthesis]
synthArstFlopShare = 0
synth.distinct_cells = 44
synth.avg_cell_area_um2 = 7.91
ys_cells = 148
dominantRegCellSynth = "dfxtp_1"
netlist_instances = 148
syn_area_um2 = 1170
ys_seq_frac = 0.274
yosys_warnings = 1
ys_area_um2 = 1170
edf_count = 0
ys.flops = 16

[power_and_ir_drop]
p_leak_nw = 0.625
p_per_area_nw_per_um2 = 216
ir_drop_mv = 0.0896
power_mw = 0.354

[clock_tree]
cts.repair.resized = 0
clock_path_buffers = 2
clk_latency_ps = 250
cts_made_buffers = 3
tritoncts = "built"
clk_pin_slew_ps = 70
hold_buffers = 0
htree_levels = 1
root_buffer = "clkbuf_8"
post_cts_buffers = 0
cts.sinks = 16

[placed_design]
gp_congestion = 0.819
post-dp-hpwl_um = 2550
io_buffers = 37

[status]
outcome = "completed"
## final timing paths
path / from / endpoint / slack, ps
hold / removal: ov_counter[6] / ov_counter[6] / 550
hold reg to reg: ov_counter[6] / ov_counter[6] / 550
setup / recovery: ov_counter[0] / fifo_data[0] / 1220
setup reg to reg: ov_counter[0] / ov_counter[14] / 2260
## layer usage
layer  part of all wire  wire length (um)
met1               0.44              1480
met2               0.49              1640
met3              0.059               198
met4             0.0078                26
met5                  0                 0
## worst max-delay path, cell delays in order (launching register included)
cell and delay (ps):
dfxtp_1 350, inv_1 90, ha_1 150, nor4b_2 160
and4_1 760, nand2_1 100, o21ai_0 90, clkdlybuf4s50_1 500
## cells by family (layout without fill, tap and decap cells)
logic type / count (synthesis) / after routing / synth area share
adders and majority gates: 2 / 2 / 0.0214
buffers and inverters: 17 / 49 / 0.0737
muxes: 3 / 3 / 0.0267
and+or+nand+nor: 61 / 61 / 0.323
DFF: 16 / 16 / 0.274
AOI/OAI and AO/OA: 49 / 49 / 0.282
## power breakdown
group | switching (mW) | internal [mW]
clock network | 0.0498 | 0.0760
logic | 0.0292 | 0.0572
registers | 0.00158 | 0.140
## layout make-up
class                      instances  share of cell area
tap                               72              0.0551
inverter                           7              0.0161
multi-input combinational        115               0.468
sequential                        16               0.196
clock buffer                       4              0.0337
timing repair buffer              38               0.231
## cells in the mapped netlist (4+ instances only)
cell type,count,share of area
nor2_1,5,0.016
a21oi_1,13,0.056
inv_1,6,0.019
nand4_1,5,0.027
dfxtp_1,16,0.27
a21o_1,12,0.077
o31ai_1,6,0.038
o21ai_0,6,0.026
nand2_1,20,0.064
or4_1,5,0.032
a211o_1,4,0.030
## stage by stage
stage / cell area (um2) / utilization / std cells / hold WS [ps] / setup slack [ps]
6_report: 1630 / 0.290 / 252 / 554 / 1220
5_1_grt: 1630 / 0.290 / 252 / 579 / 1000
4_1_cts: 1630 / 0.290 / 252 / 553 / 1180
3_5_place_dp: 1580 / 0.280 / 248 / 535 / 1470
3_3_place_gp: 1580 / 0.280 / 248 / 539 / 1490
2_1_floorplan: 1170 / - / 148 / 487 / 2370
No activity file was given, so power comes from the tool's default toggle rates.
