$ cat /design/flow/config.mk
export PLATFORM = sky130hd
export DESIGN_NAME = osd_dem_uart_16550
export DESIGN_NICKNAME = osd_dem_uart_16550
export VERILOG_FILES = /design/flow/design.v
export SDC_FILE = /design/flow/constraint.sdc
export NUM_CORES = 4
export LEC_CHECK = 1
export CORE_UTILIZATION = 30
$ cat /design/flow/constraint.sdc
current_design osd_dem_uart_16550

set clk_period 3.2
set clk_io_pct 0.2

create_clock -name clk0 -period $clk_period [get_ports {clk}]

set non_clock_inputs [all_inputs -no_clocks]
set_input_delay [expr $clk_period * $clk_io_pct] -clock clk0 $non_clock_inputs
set_output_delay [expr $clk_period * $clk_io_pct] -clock clk0 [all_outputs]
$ cat /design/flow/design.v
interface dii_channel_flat
  #(parameter N = 'x);
   logic [N*16-1:0] data;
   logic [N-1:0]    first;
   logic [N-1:0]    last;
   logic [N-1:0]    valid;
   logic [N-1:0]    ready;
endinterface  
package opensocdebug;
   typedef struct packed {
      logic [31:0] insn;
      logic [31:0] pc;
      logic        jb;
      logic        jal;
      logic        jr;
      logic [31:0] jbtarget;
      logic        valid;
      logic [31:0] wbdata;
      logic [4:0]  wbreg;
      logic        wben;
   } mor1kx_trace_exec;
endpackage  
import dii_package::dii_flit;
module osd_dem_uart_16550
  (input clk, rst,
   input            bus_req,
   input [2:0]      bus_addr,
   input            bus_write,
   input [7:0]      bus_wdata,
   output reg       bus_ack,
   output reg [7:0] bus_rdata,
   input            drop,
   output reg       out_valid,
   output reg [7:0] out_char,
   input            out_ready,
   input            in_valid,
   input [7:0]      in_char,
   output reg       in_ready,
   output           irq
   );
   localparam REG_RBR_THR = 0;
   localparam REG_IER     = 1;
   localparam REG_IIR_FCR = 2;
   localparam REG_LCR     = 3;
   localparam REG_LSR     = 5;
   localparam INTR_NONE = 4'b0001;
   localparam INTR_LS   = 4'b0110;
   localparam INTR_RBF  = 4'b0100;
   localparam INTR_TBE  = 4'b0010;
   localparam BIT_LSR_DR   = 0;  
   localparam BIT_LSR_THRE = 5;  
   localparam BIT_LSR_TEMT = 6;  
   logic [7:0]  lcr;
   logic [7:0]  nxt_lcr;
   logic [15:0] divisor;
   logic [15:0] nxt_divisor;
   logic        erbfi, etbei, elsi;
   logic        nxt_erbfi, nxt_etbei, nxt_elsi;
   logic        irq_rbf;
   logic        irq_tbe;
   logic        irq_ls;
   assign irq_rbf = erbfi & in_valid;             
   assign irq_tbe = etbei & (out_ready | drop);   
   assign irq_ls  = elsi & 1'b0;                  
   assign irq = irq_rbf | irq_tbe | irq_ls;
   logic        fifo_enable;
   logic        fifo_rx_clear;
   logic        fifo_tx_clear;
   logic        dma_mode;
   logic        nxt_fifo_enable;
   logic        nxt_fifo_rx_clear;
   logic        nxt_fifo_tx_clear;
   logic        nxt_dma_mode;
   always_ff @(posedge clk) begin
      if (rst) begin
         erbfi <= 1'b0;
         etbei <= 1'b0;
         elsi <= 1'b0;
         fifo_enable <= 1'b0;
         fifo_rx_clear <= 1'b0;
         fifo_tx_clear <= 1'b0;
         dma_mode <= 1'b0;
         lcr <= 8'h0;
      end else begin
         erbfi <= nxt_erbfi;
         etbei <= nxt_etbei;
         elsi <= nxt_elsi;
         fifo_enable <= nxt_fifo_enable;
         fifo_rx_clear <= nxt_fifo_rx_clear;
         fifo_tx_clear <= nxt_fifo_tx_clear;
         dma_mode <= nxt_dma_mode;
         lcr <= nxt_lcr;
         divisor <= nxt_divisor;
      end
   end
   logic dlab;
   assign dlab = lcr[7];
   assign bus_ack = bus_req;
   always_comb begin
      nxt_erbfi = erbfi;
      nxt_etbei = etbei;
      nxt_elsi = elsi;
      nxt_fifo_enable = fifo_enable;
      nxt_fifo_rx_clear = fifo_rx_clear;
      nxt_fifo_tx_clear = fifo_tx_clear;
      nxt_dma_mode = dma_mode;
      nxt_lcr = lcr;
      nxt_divisor = divisor;
      out_char = 8'h0;
      out_valid = 1'b0;
      in_ready = 1'b0;
      bus_rdata = 8'h0;
      if (bus_req) begin
         case (bus_addr)
            REG_RBR_THR: begin
               if (dlab) begin
                  if (bus_write) begin
                     nxt_divisor = {divisor[15:8], bus_wdata};
                  end else begin
                     bus_rdata = divisor[7:0];
                  end
               end else begin
                  if (bus_write) begin
                     out_char = bus_wdata;
                     out_valid = 1'b1;
                  end else begin
                     bus_rdata = in_char;
                     in_ready = 1'b1;
                  end
               end
            end
            REG_IER: begin
               if (dlab) begin
                  if (bus_write) begin
                     nxt_divisor = {bus_wdata, divisor[7:0]};
                  end else begin
                     bus_rdata = divisor[15:8];
                  end
               end else begin
                  if (bus_write) begin
                     {nxt_elsi, nxt_etbei, nxt_erbfi} = bus_wdata[2:0];
                  end else begin
                     bus_rdata = {5'h0, elsi, etbei, erbfi};
                  end
               end
            end
            REG_IIR_FCR: begin
               if (bus_write) begin
                  {nxt_dma_mode, nxt_fifo_tx_clear, nxt_fifo_rx_clear, nxt_fifo_enable} = bus_wdata[3:0];
               end else begin
                  bus_rdata[7:6] = {fifo_enable, fifo_enable};
                  bus_rdata[5:4] = 2'h0;
                  if (irq_ls) begin
                     bus_rdata[3:0] = INTR_LS;
                  end else if (irq_rbf) begin
                     bus_rdata[3:0] = INTR_RBF;
                  end else if (irq_tbe) begin
                     bus_rdata[3:0] = INTR_TBE;
                  end else begin
                     bus_rdata[3:0] = INTR_NONE;
                  end
               end
            end
            REG_LCR: begin
               if (bus_write) begin
                  nxt_lcr = bus_wdata;
               end else begin
                  bus_rdata = lcr;
               end
            end
            REG_LSR: begin
               bus_rdata = 8'h0;
               bus_rdata[BIT_LSR_DR] = in_valid;
               bus_rdata[BIT_LSR_TEMT] = out_ready;
               bus_rdata[BIT_LSR_THRE] = out_ready;
            end
         endcase
      end
      if (fifo_enable & fifo_rx_clear) begin
         nxt_fifo_rx_clear = 0;
      end
      if (fifo_enable & fifo_tx_clear) begin
         nxt_fifo_tx_clear = 0;
      end
   end
endmodule  
$ cat /design/flow/run.sh
#!/bin/bash
# OpenROAD 26Q1-2900-gdf79404cd8, Yosys 0.63+post, stock flow scripts
make -C /OpenROAD-flow-scripts/flow DESIGN_CONFIG=/design/flow/config.mk WORK_HOME=/design/flow/orfs finish
==> summary.rpt <==
==== FLOW RESULTS ====
----------------------------------------------------
[Power and ir drop]
  Leakage power total ........................ 0.823 nW
  Power per Cell Area ........................ 293 nW/um2
  IR drop worst, VDD ........................ 0.000317 V

[Yosys]
  Cell type with the highest aggregate area in the netlist ........................ edfxtp_1
  Synthesized area per cell ........................ 9.55 um2
  Unique cell type count in the Yosys netlist ........................ 40
  Synthesis warning total ........................ 3
  Part of the Yosys area used for sequential elements ........................ 0.447
  Leading post-synthesis cells by instance count ........................ and2_1 (16), edfxtp_1 (16), nor2_1 (16)
  Post-synth EDFFs ........................ 16
  Number of flip-flops and latches in the synthesized netlist ........................ 28
  Top area cells in the synthesized netlist ........................ edfxtp_1 (30%), dfxtp_1 (15%), mux2i_1 (8.1%)
  Fraction of synthesis flops using an asynchronous set or reset pin ........................ 0
  Gate count after technology mapping ........................ 169
  Yosys cell count ........................ 169
  Post-synthesis chip area from yosys ........................ 1610 um2
  Dominant register cell in the synthesized netlist ........................ edfxtp_1
  Area leader share ........................ 0.298
  Synthesized cell area ........................ 1610 um2

[Timing]
  Max Clock Freq ........................ 325 MHz
  Final Cycle Share ........................ 0.961
  Number of failing hold endpoints at the final stage ........................ 0
  Final Slew Violations ........................ 0
  Setup Total Neg Slack ........................ 0 ns
  Clock Skews ........................ 0.00775 ns
  Least-Margin Pin Slew ........................ 0.631 ns
  RSZ-0062 raised after global routing ........................ no
  Headroom to the max-slew limit ........................ 0.579
  Final Setup Violations ........................ 0
  Final critical-path required period ........................ 3.07 ns

[Global routing]
  Largest net degree at the start of global routing ........................ 16
  Antenna violations before repair ........................ 0
  Residual overflow from global routing ........................ 0
  Vias in the first global route ........................ 1391
  Combined global-route utilization of all metal layers ........................ 0.175
  Wire length of the first global-routing pass ........................ 7.04 mm

[Detailed routing]
  Remaining routing DRC violations ........................ 0
  Detailed Route WL ........................ 4.52 mm
  Number of antenna repair diodes ........................ 0
  Antenna-violating nets left ........................ 0
  Number of detailed-routing iterations run before antenna repair ........................ 4
  Via count ........................ 1448
  Mean number of vias per cell ........................ 4.78
  Wire length per cell ........................ 14.9 um
  Initial DRC count ........................ 79

[Outcome]
  Status ........................ completed

[Placed design]
  Number of buffers inserted by port buffering ........................ 45
  Post-DP Area ........................ 2280 um2
  GPL Wtd Cong ........................ 0.831
  DP HPWL ........................ 3.31 mm

[Setup path]
  Arrival time at the worst endpoint ........................ 2.43 ns
  Slowest stage cell on the critical path ........................ or4_4
  Startpoint kind of the worst setup timing path ........................ input port
  Crit path max fanout ........................ 4
  Worst Setup End Kind ........................ output pin
  Buf/Inv on CP ........................ 2
  Worst Path Required ........................ 2.56 ns
  Largest delay share family, worst path ........................ buffers and inverters
  Sequence of cells on the critical path ........................ dlygate4sd2_1, or4_4, nor2_1, a22oi_1, a21oi_1, clkdlybuf4s50_1
  Crit path kind ........................ input port to output pin
  Largest incremental delay on the critical path ........................ 0.56 ns

[CTS]
  CTS HTree Levels ........................ 1
  TritonCTS clock tree ........................ built
  Worst-Skew Late Latency ........................ 0.27 ns
  Clk sink count ........................ 28
  Buffer cell driving the clock tree root ........................ clkbuf_8
  Maximum buffer depth of the clock tree ........................ 2
  Clock transition at the registers of the reported paths ........................ 0.10 ns
  Number of buffers added by the clock tree synthesis step ........................ 3

[Floorplan]
  Number of core rows ........................ 26
  Die footprint ........................ 5680 um2
  I/O pin cnt ........................ 46
  Chip height ........................ 75.4 um
  Width of the die ........................ 75.4 um
  Core Util at FP ........................ 0.314
  Standard cell core area ........................ 5140 um2

[Layout]
  Final Instance Area ........................ 2370 um2
  Area grow syn2layout ........................ 47.1%
  Fraction of layout instances using a drive strength above 1 ........................ 0.176

[Worst hold path]
  HP Class ........................ register to register

[Job]
  Number of maximum-capacitance constraint violations ........................ 0
  Tool Warnings ........................ 25

----------------------------------------------------
-- layout make-up --
type                            count  area [um2]
Fill cell                         517        2770
Multi-Input combinational cell    128         866
Sequential cell                    28         721
Timing Repair Buffer               72         652
Tap cell                           70        87.6
Clock buffer                        3        41.3
Clock inverter                      1        3.75
Inverter                            1        3.75
-- flip-flops by register name (all words and copies together) (netlist names) --
name	flops
divisor	16
lcr	8
elsi	1
erbfi	1
etbei	1
fifo_enable	1
-- layer usage --
layer	wire [um]	track usage
met3	241	0.0282
met5	0	0
met2	2070	0.279
met4	50	0.0144
met1	2160	0.272
-- path summary, 6_finish.rpt --
kind | startpoint | end | slack, ns | cells past startpoint
max reg2reg | lcr[7] | divisor[2] | 1.35 | 4
min | lcr[0] | lcr[0] | 0.48 | 2
min reg2reg | lcr[0] | lcr[0] | 0.48 | 2
max | bus_write | bus_rdata[3] | 0.13 | 6
-- through the flow --
stage	utilization	worst slack [ns]	hold WS (ns)	cells	total power, mW
after floorplan	-	0.790	0.443	169	0.436
after global placement	0.444	-0.235	0.459	297	0.506
after detailed placement	0.444	-0.228	0.471	297	0.506
after CTS	0.462	0.120	0.483	303	0.704
after global routing	0.462	0.0357	0.501	303	0.727
final	0.462	0.125	0.482	303	0.695
-- tightest hold or removal path, delay by kind of cell (launching register included) --
| family | cells | cell delay, ns |
|---|---|---|
| AOI/OAI and AO/OA | 2 | 0.12 |
| DFF | 1 | 0.32 |
-- cells in the final DEF, fill, tap and decap left out, drive strengths merged, types with 10 or more instances in the layout --
cell type	count
buf	27
mux2i	13
nor2b	12
edfxtp	16
dfxtp	12
a21oi	10
clkdlybuf4s50	41
nor2	17
nand2	13
and2	16
-- what timing repair did --
action	4_1_cts	5_1_grt
hold buffers	0	0
gates resized	10	0
setup buffers	2	0
setup endpoints to repair	16	0
-- power breakdown --
group          switching (mW)  internal [mW]  total [mW]
logic                  0.0533         0.0650       0.118
registers             0.00173          0.381       0.383
clock network           0.108         0.0861       0.195
-- cells by family (layout without fill, tap and decap cells) --
kind of cell / Yosys count / after routing / synth area share
muxes: 16 / 16 / 0.102
buffers and inverters: 13 / 77 / 0.0387
DFF: 28 / 28 / 0.447
and+or+nand+nor: 81 / 81 / 0.293
AOI/OAI and AO/OA: 31 / 31 / 0.120
Power is estimated from default activity; no workload was simulated.
